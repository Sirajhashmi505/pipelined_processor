## flow/config.mk

```make
export PLATFORM = sky130hd
export DESIGN_NAME = EX_stage
export DESIGN_NICKNAME = EX_stage
export VERILOG_FILES = /design/flow/design.v
export SDC_FILE = /design/flow/constraint.sdc
export NUM_CORES = 4
export LEC_CHECK = 1
export CORE_UTILIZATION = 30
```

## flow/constraint.sdc

```tcl
current_design EX_stage

set clk_period 450.7
set clk_io_pct 0.2

create_clock -name clk0 -period $clk_period

set non_clock_inputs [all_inputs -no_clocks]
set_input_delay [expr $clk_period * $clk_io_pct] -clock clk0 $non_clock_inputs
set_output_delay [expr $clk_period * $clk_io_pct] -clock clk0 [all_outputs]
```

## flow/design.v

```verilog
module ALU (
    input [31:0] A,
    input [31:0] B,
    input [21:0] control_signals,
    output reg signed [31:0] aluResult,
    output wire [3:0] flags  
);
wire [31:0] adder_result, multiplier_result, divider_result, shift_result, logical_result, mov_result;
wire isSt = control_signals[0];
wire isLd = control_signals[1];
wire isAdd = control_signals[9];
wire isSub = control_signals[10];
wire isCmp = control_signals[11];
wire isMul = control_signals[12];
wire isDiv = control_signals[13];
wire isMod = control_signals[14];
wire isLsl = control_signals[15];
wire isLsr = control_signals[16];
wire isAsr = control_signals[17];
wire isOr = control_signals[18];
wire isNot = control_signals[20];
wire isAnd = control_signals[19];
wire isMov = control_signals[21];
Adder adder (
    .A(A),
    .B(B),
    .isSt(isSt),
    .isLd(isLd),
    .isAdd(isAdd),
    .isSub(isSub),
    .isCmp(isCmp),
    .result(adder_result),
    .flags(flags)  
);
Multiplier multiplier (
    .A(A),
    .B(B),
    .isMul(isMul),
    .result(multiplier_result)
);
Divider divider (
    .A(A),
    .B(B),
    .isDiv(isDiv),
    .isMod(isMod),
    .result(divider_result)
);
ShiftUnit shift_unit (
    .A(A),
    .B(B),
    .isLsl(isLsl),
    .isLsr(isLsr),
    .isAsr(isAsr),
    .result(shift_result)
);
LogicalUnit logical_unit (
    .A(A),
    .B(B),
    .isOr(isOr),
    .isNot(isNot),
    .isAnd(isAnd),
    .result(logical_result)
);
Mov mov (
    .B(B),
    .isMov(isMov),
    .result(mov_result)
);
always @(*) begin
    aluResult = 32'b0;  
    case (1'b1)
        isAdd,isLd,isSub,isSt ,isCmp: begin
            aluResult = adder_result;
        end
        isMul: begin
            aluResult = multiplier_result;
        end
        isDiv, isMod: begin
            aluResult = divider_result;
        end
        isLsl, isLsr, isAsr: begin
            aluResult = shift_result;
        end
        isOr, isNot, isAnd: begin
            aluResult = logical_result;
        end
        isMov: begin
            aluResult = mov_result;
        end
        default: begin
            aluResult = 32'b0;
        end
    endcase
end
endmodule
module Adder (
    input [31:0] A, B,
    input isAdd, isSub, isCmp,isLd,isSt,
    output reg signed [31:0] result,
    output reg [3:0] flags
);
    reg [3:0] sticky_flags;
    always @(*) begin
        if (isAdd) begin
            result = A + B;
        end
        else if (isSt) begin
            result = A + B;   
        end
        else if (isLd) begin
            result = A + B;   
        end
        else if (isSub) begin
            result = A + (1 + ~B);   
        end
        else if (isCmp) begin
            result = A - B;
            sticky_flags[0] = (result == 0);                     
            sticky_flags[1] = (result >0 );   
        end
    end
    always @(*) begin
        if (isCmp)
            flags = sticky_flags;
    end
endmodule
module Multiplier (
    input [31:0] A, B,
    input isMul,
    output reg [31:0] result
);
    always @(*) begin
        if (isMul) result = A * B;
        else result = 32'b0;  
    end
endmodule
module Divider (
    input [31:0] A, B,
    input isDiv, isMod,
    output reg [31:0] result
);
    always @(*) begin
        if (isDiv) result = A / B;
        else if (isMod) result = A % B;
        else result = 32'b0;  
    end
endmodule
module ShiftUnit (
    input [31:0] A, B,
    input isLsl, isLsr, isAsr,
    output reg [31:0] result
);
    always @(*) begin
        if (isLsl) result = A << B;
        else if (isLsr) result = A >> B;
        else if (isAsr) result = A >>> B;
        else result = 32'b0;  
    end
endmodule
module LogicalUnit (
    input [31:0] A, B,
    input isOr, isNot, isAnd,
    output reg [31:0] result
);
    always @(*) begin
        if (isOr) result = A | B;
        else if (isNot) result = ~A;
        else if (isAnd) result = A & B;
        else result = 32'b0;  
    end
endmodule
module Mov (
    input [31:0] B,
    input isMov,
    output reg [31:0] result
);
    always @(*) begin
        if (isMov) result = B;
        else result = 32'b0;  
    end
endmodule
module EX_stage (
    input clk,
    input rst,
    input [31:0] inst_out,
    input [31:0] pc_out,
    input [31:0] branchTarget,
    input [31:0] B,
    input [31:0] A,
    input [31:0] O2,
    input [21:0] control_signals_out,
    input [31:0] Data_from_rw_for_EX,
    input [31:0] ALUres_from_bahar,
    input forwarding_signal1_for_RW_EX,
    input forwarding_signal2_for_RW_EX,
    input forwarding_signal1_for_MA_EX,
    input forwarding_signal2_for_MA_EX,
    output reg [31:0] pc_to_ma,
    output reg signed [31:0] aluResult,
    output reg [31:0] op2,
    output reg [31:0] inst_out_ex,
    output reg [21:0] control_signals_ex,
    output wire [31:0] branchPC,
    output wire isBranchTaken,
    output reg [3:0] flags  
);
    wire [31:0] alu_result_wire;
    wire [3:0] alu_flags;
    wire [31:0] final_op2;
    wire [31:0] final_A_for_ALU;
    wire [31:0] final_B_for_ALU;
    new_mux_3to1 mux1_for_forwarding(
        .a(A),
        .l(Data_from_rw_for_EX),
        .p(ALUres_from_bahar),
          .sel0(forwarding_signal1_for_RW_EX),
        .sel1(forwarding_signal1_for_MA_EX),
        .result(final_A_for_ALU)
    );    
     new_mux_3to1 mux2_for_forwarding(
        .a(B),
        .l(Data_from_rw_for_EX),
        .p(ALUres_from_bahar),
        .sel0(forwarding_signal2_for_RW_EX),
        .sel1(forwarding_signal2_for_MA_EX),
        .result(final_B_for_ALU)
    );
    Mux2x1_32bit op2_mux_in_EX(
        .in0(O2),
        .in1(Data_from_rw_for_EX),
        .sel(forwarding_signal2_for_RW_EX),       
        .out(final_op2)
    );
    ALU alu (
        .A(final_A_for_ALU),
        .B(final_B_for_ALU),
        .control_signals(control_signals_out),
        .aluResult(alu_result_wire),
        .flags(alu_flags)
    );
    Mux2x1_32bit mux(
        .in0(branchTarget),
        .in1(A),
        .sel(control_signals_out[4]),        
        .out(branchPC)
    );
    Branch_unit bunit(
        .alu_flg(alu_flags),
        .control_signals(control_signals_out),
        .iBRT(isBranchTaken)
    );
    always @(*) begin
        pc_to_ma = pc_out;
        aluResult = alu_result_wire;
        flags = alu_flags;
        control_signals_ex = control_signals_out;
        op2 = final_op2;
        inst_out_ex = inst_out;
    end
endmodule
module Branch_unit(
    input [3:0] alu_flg,          
    input [21:0] control_signals,    
    output reg iBRT           
);
    wire E_flag = alu_flg[0];      
    wire GT_flag = alu_flg[1];     
    wire isBeq = control_signals[2];     
    wire isBgt = control_signals[3];     
    wire isUbranch = control_signals[7];  
    wire isBranchTaken = (isBeq && E_flag) || (isBgt && GT_flag) || isUbranch;
    always @(*) begin
        if (isBranchTaken) begin
            iBRT <= 1'b1;   
        end else begin
            iBRT <= 1'b0;   
        end
    end
endmodule
module new_mux_3to1 (
    input [31:0] a,          
    input [31:0] l,          
    input [31:0] p,          
    input sel0,              
    input sel1,              
    output reg [31:0] result  
);
    always @(*) begin
        case ({sel1, sel0})  
            2'b00: result = a;  
            2'b01: result = l;  
            2'b10: result = p;  
            2'b11: result = p;  
        endcase
    end
endmodule
module Mux2x1_32bit (
    input [31:0] in0,      
    input [31:0] in1,      
    input sel,            
    output [31:0] out      
);
    assign out = (sel) ? in1 : in0;    
endmodule
```

## flow/run.sh

```bash
#!/bin/bash
# OpenROAD 26Q1-2900-gdf79404cd8, Yosys 0.63+post, stock flow scripts
make -C /OpenROAD-flow-scripts/flow DESIGN_CONFIG=/design/flow/config.mk WORK_HOME=/design/flow/orfs finish
```

==> impl_metrics.csv <==
group,metric,value,unit
job,warning_count,102,
final_timing,hold_viol_final,0,
setup_path,cpMostUsedCell,"ha_1",
route,drc,0,
final_timing,slew_violations,0,
setup_path,worstPathArrival,183520,ps
final_layout,fin_area,64100,sq um
global_routing,grt_max_degree,65,
final_timing,setup-violations-final,0,
placed_design,gp_congestion,1.06,
setup_path,cp_slowest_cell,"o41ai_1",
yosys,yosys_warnings,12,
global_routing,gr-usage-all-layers,30.9,%
clock_tree,postCtsResizedCells,0,
route,vias,62957,
global_routing,grt_pass1_vias,60074,
final_layout,syn_to_final_growth,11.3,%
final_layout,fin_util,33.7,%
final_timing,worstMarginPinSlew,1220,ps
setup_path,critPathRequiredTime,360560,ps
placed_design,dpl_cell_area,64100,sq um
placed_design,hpwl,239,mm
route,dr.pass1.iters,6,
floorplanning,chip_area,194000,sq um
final_timing,rsz0062_at_grt,"no",
route,routed_via_density,5.80,
hold_path,worstHoldEndpoint,"control_signals_ex[5]",
setup_path,start_kind,"input port",
run_status,status,"finished, final reports clean",
floorplanning,die_h,440,um
floorplanning,fp.coreArea,190000,sq um
power,swShare,62.4,%
placed_design,dp_cells,10854,
yosys,ff_type,"dlxtn_1",
setup_path,critPathLaunch,"forwarding_signal2_for_RW_EX",
route,ant_nets,0,
final_timing,slew_headroom,18.0,%
hold_path,hold-path-cell-count,0,
yosys,synth_cell_types,113,
route,post_drt_wl_per_cell,27.3,um
global_routing,grt_pass1_wl,425,mm
final_layout,fill_cells,20079,
final_layout,ff_latch_area,541,sq um
route,wirelength,297,mm
power,peakVddDrop,42.8,uV
route,drtIter0Drc,5959,
global_routing,grt-ovfl-total,0,
final_timing,clock.fmax,0.00365,GHz
job,cap_violations,0,
final_timing,unclocked_regs,36,
yosys,ys.flops,36,
final_timing,min_period_over_period,60.7,%
final_layout,final_cell_mix,"1020 x nand2_1, 846 x nor2_1, 750 x ha_1",
final_timing,whs,180280,ps
final_layout,area.combinational,52400,sq um
yosys,synth_chip_area,57600,sq um
yosys,postSynthAreaPerCell,7.00,sq um
power,powerDensity,7.94,nW/um^2
floorplanning,pin_count,471,
floorplanning,die_w,440,um
final_layout,final_common_cell,"nand2_1",
setup_path,critPathMaxStageDelay,900,ps
yosys,syn_area,57600,sq um
setup_path,cp_max_fo,37,
yosys,edf_count,0,
final_layout,drive_gt1_share,6.83,%
power,p_switching,318,uW
power,intPower,192,uW
placed_design,io_buffers,333,
clock_tree,cts_setup_buffers,0,
power,leakagePower,0.0293,uW
yosys,async_flop_share,0,%
clock_tree,postCtsHoldBufs,0,
yosys,ys_cells,8224,
final_timing,untimed_endpoints,38,
final_timing,setup_tns,0,ps
floorplanning,fp_util,30.3,%
setup_path,critical_path_class,"in2out",
hold_path,hold_class,"in2out",
hold_path,hp-start,"control_signals_out[5]",
final_layout,final_cells,10864,
yosys,syn_inst,8224,
final_timing,fin_crit,273660,ps
floorplanning,placementRows,160,
setup_path,critPathCaptureType,"output port",
global_routing,antenna_found_initial,15,
sequential cells by signal, summed over array words and instances, names as in the netlist:
| signal | cells |
|---|---|
| alu.adder.flags | 2 |
| alu.adder.result | 32 |
| alu.adder.sticky_flags | 2 |
routing by layer:
| layer | wire length [um] | track usage, % | up-vias |
|---|---|---|---|
| met4 | 17500 | 13.9 | 12 |
| met5 | 91 | 0.0993 | - |
| met1 | 124000 | 42.0 | 30076 |
| li1 | - | - | 29214 |
| met2 | 126000 | 46.0 | 3048 |
| met3 | 29300 | 8.30 | 607 |
cell type report:
cell class / count / share of cell area (%)
flip-flops and latches: 36 / 0.843
well taps: 2511 / 4.90
multi-input cells: 6990 / 81.8
diodes: 10 / 0.0390
repair buffers: 584 / 8.12
inverters: 733 / 4.29
worst max path at each step:
stage                    to  slack, ps
finish        aluResult[21]     177040
global route  aluResult[21]     172250
CTS           aluResult[21]     179320
synthesized netlist by cell type (102+ instances only):
| library cell | n | share of area (%) |
|---|---|---|
| ha_1 | 750 | 16 |
| nor3_1 | 183 | 1.6 |
| nor2_1 | 847 | 5.5 |
| a31oi_1 | 102 | 1.1 |
| xnor2_1 | 329 | 5.0 |
| clkbuf_1 | 280 | 1.8 |
| nand3_1 | 144 | 1.3 |
| o21ai_0 | 464 | 4.0 |
| fa_1 | 411 | 14 |
| mux2i_1 | 118 | 2.1 |
| inv_1 | 700 | 4.6 |
| a21o_1 | 205 | 2.7 |
| mux2_2 | 116 | 2.3 |
| a21oi_1 | 647 | 5.6 |
| xor2_1 | 159 | 2.4 |
| nand2_1 | 1020 | 6.6 |
| o21a_1 | 168 | 2.2 |
critical path, delay by kind of cell:
family,cells,cell delay (ps)
AOI/OAI and AO/OA,166,47560
adders and majority gates,31,10010
buffers and inverters,31,9120
muxes,4,1530
and+or+nand+nor,84,24690
cell families (layout without fill, tap and decap cells):
kind of cell             Yosys count  after routing  share of synthesized area (%)
adder cells (fa/ha/maj)         1161           1161                           30.6
multiplexers                     234            234                           4.32
latches                           36             36                          0.938
AND/OR/NAND/NOR                 2697           2697                           20.9
buffers and inverters           1199           1317                           8.55
XOR/XNOR                         488            488                           7.42
AND-OR/OR-AND                   2408           2408                           27.3
other                              1             12                        0.00651
per-stage QoR:
| step | power, uW | setup WS [ps] |
|---|---|---|
| floorplan | 339 | 196720 |
| global placement | 503 | 179670 |
| detailed placement | 503 | 179660 |
| CTS | 507 | 179320 |
| global route | 554 | 172250 |
| finish | 509 | 177040 |
No activity file was given, so power comes from the tool's default toggle rates.
