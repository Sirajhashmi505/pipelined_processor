==> flow/design.v <==
module OF_stage_latch (
    input isbranch_lock_for_OF_latch,
    input hazard_from_data_lock_for_of_lat,
    input clk,
    input rst,
    input [31:0] inst_out_in,
    input [31:0] pc_out_in,
    input [31:0] immx_in,
    input [31:0] branchTarget_in,
    input [31:0] OP1_in,
    input [31:0] OP2_in,
    input [31:0] B_in,
    input [31:0] A_in,
    input [21:0] control_signals_out_in,
    output reg [31:0] inst_out,
    output reg [31:0] pc_out,
    output reg [31:0] immx,
    output reg [31:0] branchTarget,
    output reg [31:0] OP1,
    output reg [31:0] OP2,
    output reg [31:0] B,
    output reg [31:0] A,
    output reg [21:0] control_signals_out
);
    always @(posedge clk or posedge rst) begin
        if (rst) begin
            pc_out <= 32'b0;
            immx <= 32'b0;
            branchTarget <= 32'b0;
            OP1 <= 32'b0;
            OP2 <= 32'b0;
            B <= 32'b0;
            A <= 32'b0;
            control_signals_out <= 22'b0;
        end else if ((isbranch_lock_for_OF_latch)==1'b1 || (hazard_from_data_lock_for_of_lat==1'b1)) begin
            inst_out <= 32'h68000000;
            control_signals_out <= 22'b0;
        end else begin
            inst_out <= inst_out_in;
            pc_out <= pc_out_in;
            immx <= immx_in;
            branchTarget <= branchTarget_in;
            OP1 <= OP1_in;
            OP2 <= OP2_in;
            B <= B_in;
            A <= A_in;
            control_signals_out <= control_signals_out_in;
        end
    end
endmodule
==> flow/run.sh <==
#!/bin/bash
# OpenROAD 26Q1-2900-gdf79404cd8, Yosys 0.63+post, stock flow scripts
make -C /OpenROAD-flow-scripts/flow DESIGN_CONFIG=/design/flow/config.mk WORK_HOME=/design/flow/orfs finish
==> flow/config.mk <==
export PLATFORM = sky130hd
export DESIGN_NAME = OF_stage_latch
export DESIGN_NICKNAME = OF_stage_latch
export VERILOG_FILES = /design/flow/design.v
export SDC_FILE = /design/flow/constraint.sdc
export NUM_CORES = 4
export LEC_CHECK = 1
export CORE_AREA = 10 10 298 298
export DIE_AREA = 0 0 308 308
==> flow/constraint.sdc <==
current_design OF_stage_latch

set clk_period 1.5
set clk_io_pct 0.2

create_clock -name clk0 -period $clk_period [get_ports {clk}]

set non_clock_inputs [all_inputs -no_clocks]
set_input_delay [expr $clk_period * $clk_io_pct] -clock clk0 $non_clock_inputs
set_output_delay [expr $clk_period * $clk_io_pct] -clock clk0 [all_outputs]
==> results.env <==
STATUS='completed'
FINAL_CORE_UTILIZATION=0.228
NETLIST.AREA_LEADER.SHARE=0.599
FINAL_COMMON_CELL='sky130_fd_sc_hd__clkdlybuf4s50_1'
DRTITER0DRC=231
ACHIEVABLE-FREQUENCY_GHz=0.693
UNREPAIRED_SETUP_ENDPOINTS_AFTER_GLOBAL_ROUTING='no'
TIGHTESTPINTRANSITION_PS=257
WORST_EP_REQUIRED_TIME_PS=1200
YS_TOP_CELLS_BY_AREA='sky130_fd_sc_hd__dfrtp_1, sky130_fd_sc_hd__mux2_2, sky130_fd_sc_hd__edfxtp_1'
SWITCHINGPOWER_mW=4.71
PERIOD_NEEDED_PS=1440
TIMING.CRITICAL_PATH.DEPTH=1
SETUP.WORST_PATH.END='branchTarget[19]'
WORSTHOLDPATHTYPE='in2async'
POST_SYNTH.CELL_AREA_AVG_UM2=17.5
DIE_AREA_UM2=94900
CPMAXSTAGEDELAYCELL='sky130_fd_sc_hd__dfrtp_1'
LAYOUT_TOP_CELLS_EXCL_FILL_TAP='sky130_fd_sc_hd__clkdlybuf4s50_1, sky130_fd_sc_hd__dfrtp_1, sky130_fd_sc_hd__mux2_2, sky130_fd_sc_hd__clkdlybuf4s15_1, sky130_fd_sc_hd__dlygate4sd2_1'
CLOCKBUFFERDEPTH=3
CRITICAL-PATH-MAX-STAGE-DELAY_PS=380
TIMING.RR.START='B[9]'
COMB_POWER_SHARE=0.166
POWER_SWITCHING_SHARE=0.217
GRTUSAGETOTAL=0.0750
REG2REG_DEPTH=3
CRITICAL_PATH.ENDPOINT_TYPE='primary output'
CLOCK_SINKS=278
END_OF_THE_WORST_REGISTER_TO_REGISTER_PATH='B[9]'
PLACE.GP.CONGESTION=0.822
RELATIVE_MAX_TRANSITION_MARGIN=0.829
P_LEAK_nW=7.69
FP.COREAREA_UM2=82100
CRIT_FAMILY='flip-flops'
SYNTH_AREA_LEADER_CELL='sky130_fd_sc_hd__dfrtp_1'
FIN_SETUP_TNS_PS=0
MAPPEDNETLISTAREA_UM2=10300
SETUP_WS_PS=56.6
ANTENNADIODECOUNT=0
PATH_CELLS='clkdlybuf4s15_2'
LAYOUT_WORST_PATH_CYCLE_SHARE=0.962
AREA.GROWTH.SYNTH_TO_FINAL_PCT=82.0
POWER-PER-CELL-AREA_nW_PER_UM2=1160
VIAS=7329
CRITPATHKIND='reg2out'
P_INT_mW=17.0
SYNTH.DISTINCT_CELLS=11
REGTOREGSETUPSLACK_PS=520
MAXSLEWVIOLCOUNT=0
ROUTE.FINAL.WIRE_LENGTH_UM=37000
CRITICAL_PATH_BUF_INV_COUNT=1
FLOORPLANUTILIZATION=0.125
TRITONCTS.NUM_BUFFERS=35
PORTBUFFERS=559
ANTENNA_LEFT=0
CTS_ROOT_BUFFER='sky130_fd_sc_hd__clkbuf_16'
GRT_MAX_DEGREE=39
SEQ_AREA_FRAC_SYNTH=0.693
DIE_HEIGHT_UM=308
SEQUENTIALPOWERSHARE=0.420
STAGE_LOG_WARNINGS=26
HPWLAFTERDP_UM=29600
YOSYS_AREA_UM2=10300
WORSTSETUPSTARTPOINTTYPE='flop'
FINAL-HOLD-VIOLATION-COUNT=0
DR.PASS1.ITERS=4
FLOORPLAN.DIE.WIDTH_UM=308
FINCLKSKEW_PS=0
PIN_COUNT=560
PRECTSSETUPSLACK_PS=-450
CLOCK_POWER_SHARE=0.413
VDD.IR_DROP.WORST_mV=0.934
DRT_DRC_VIOLATIONS_LEFT=0
CLKLATENCYLATEPIN_PS=520
H-TREE-DEPTH=2
GRT_REMAINING_OVERFLOW=0
CAP_VIOL_MAX_COUNT=0
CP_DATA_ARRIVAL_TIME_PS=1140
FILLERS=8532
WORST_SETUP_PATH_STARTPOINT='branchTarget[19]'
CTS.REPORTEDPATHS.CLKPINSLEW_PS=50
NUM_ROWS=105
WHS_PS=191
FINAL-SETUP-VIOL-COUNT=0
WIRE_LENGTH_OF_THE_FIRST_GLOBAL_ROUTING_PASS_UM=54100
YS_WARN_COUNT=1
FINAL_LAYOUT_SIZE_SUFFIX_GT1_FRAC=0.284
SYN_INST=588
CTS_TREE='done'
GRT_PASS1_VIAS=8316
POSTSYNTHREGISTERBITS=278
VIA_PER_INST=3.17
CRITICAL_PATH_PEAK_FANOUT=2
AVGROUTEDWIREPERCELL_UM=16.0
SYNTH_STAT.CELLS=588
ANTENNA_FOUND_INITIAL=0
==> area by class of cell <==
type | count | area (um^2) | area share
timing repair buffer | 626 | 6100 | 0.326
clock inverter | 7 | 143 | 0.00763
inverter | 1 | 7.51 | 0.000401
tap | 1070 | 1340 | 0.0716
multi-input combinational | 279 | 2870 | 0.154
clock buffer | 54 | 1120 | 0.0599
sequential | 278 | 7120 | 0.381
==> through the flow <==
stage               std cells  total power [mW]  instance area [um^2]
finish                   2315              21.8                 18700
floorplan                 588              10.0                 10300
global route             2315              22.9                 18700
detailed placement       2240              13.4                 17500
CTS                      2313              22.3                 18700
global placement         2240              13.4                 17500
==> worst min-delay path by stage <==
stage / cells after the start / end / slack [ps]
global route: 3 / OP1[3] / 170
finish: 3 / OP1[3] / 190
CTS: 3 / OP1[3] / 130
==> cell families (layout without fill, tap and decap cells) <==
kind of cell	count (synthesis)	in the layout	share of synthesized area
buf+inv	31	688	0.0284
flops	278	278	0.693
mux	224	224	0.245
simple gates	55	55	0.0335
==> state kept, by name, indices dropped and copies added, names as in the netlist <==
signal,flops
OP2,32
inst_out,32
B,32
pc_out,32
branchTarget,32
control_signals_out,22
A,32
immx,32
OP1,32
==> Yosys cell counts <==
cell type and instances:
sky130_fd_sc_hd__mux2_2 204, sky130_fd_sc_hd__clkbuf_2 5, sky130_fd_sc_hd__buf_2 3, sky130_fd_sc_hd__mux2_1 20, sky130_fd_sc_hd__buf_6 22, sky130_fd_sc_hd__inv_1 1, sky130_fd_sc_hd__dfrtp_1 246, sky130_fd_sc_hd__nor2_2 1
sky130_fd_sc_hd__edfxtp_1 32, sky130_fd_sc_hd__or3_1 3, sky130_fd_sc_hd__and2_1 51
==> worst min-delay path: stages <==
cell	delay, ps
sky130_fd_sc_hd__clkdlybuf4s50_1	440
sky130_fd_sc_hd__clkinvlp_4	120
sky130_fd_sc_hd__buf_4	170
==> metal layers <==
layer / up-vias / share of wire / GRT usage
met5: - / 0 / 0
met4: 0 / 0.029 / 0.0187
met1: 3528 / 0.35 / 0.0802
met3: 53 / 0.14 / 0.0428
met2: 415 / 0.47 / 0.126
li1: 3333 / - / -
==> timing repair <==
item,4_1_cts,5_1_grt
hold buffers,0,0
resized,496,29
gates cloned,0,0
setup buffers,12,2
setup endpoints to repair,278,30
==> power by group through the flow <==
| stage | Combinational (mW) | Sequential [mW] | Clock [mW] |
|---|---|---|---|
| after CTS | 3.71 | 9.16 | 9.40 |
| after global routing | 3.96 | 9.28 | 9.67 |
| final | 3.62 | 9.14 | 8.99 |
Power figures rest on the tool's default switching activity, not on a simulated workload.
