==> /design/flow/design.v <==
module EX_stage_latch (
    input clk,
    input rst,
    input [31:0] pc_to_ma_in,
    input [31:0] aluResult_in,
    input [31:0] op2_in,
    input [31:0] inst_out_ex_in,
    input [21:0] control_signals_ex_in,
    input [31:0] branchPC_in,
    input isBranchTaken_in,
    input [3:0] flags_in,
    output reg [31:0] pc_to_ma,
    output reg [31:0] aluResult,
    output reg [31:0] op2,
    output reg [31:0] inst_out_ex,
    output reg [21:0] control_signals_ex,
    output reg [31:0] branchPC,
    output reg isBranchTaken,
    output reg [3:0] flags
);
    always @(posedge clk or posedge rst) begin
        if (rst) begin
            pc_to_ma <= 32'b0;
            aluResult <= 32'b0;
            op2 <= 32'b0;
            control_signals_ex <= 22'b0;
            branchPC <= 32'b0;
            isBranchTaken <= 1'b0;
            flags <= 4'b0;
        end else begin
            pc_to_ma <= pc_to_ma_in;
            aluResult <= aluResult_in;
            op2 <= op2_in;
            inst_out_ex <= inst_out_ex_in;
            control_signals_ex <= control_signals_ex_in;
            branchPC <= branchPC_in;
            isBranchTaken <= isBranchTaken_in;
            flags <= flags_in;
        end
    end
endmodule
==> /design/flow/run.sh <==
#!/bin/bash
# OpenROAD 26Q1-2900-gdf79404cd8, Yosys 0.63+post, stock flow scripts
make -C /OpenROAD-flow-scripts/flow DESIGN_CONFIG=/design/flow/config.mk WORK_HOME=/design/flow/orfs finish
==> /design/flow/config.mk <==
export PLATFORM = sky130hd
export DESIGN_NAME = EX_stage_latch
export DESIGN_NICKNAME = EX_stage_latch
export VERILOG_FILES = /design/flow/design.v
export SDC_FILE = /design/flow/constraint.sdc
export NUM_CORES = 4
export LEC_CHECK = 1
export CORE_AREA = 10 10 193 193
export DIE_AREA = 0 0 203 203
==> /design/flow/constraint.sdc <==
current_design EX_stage_latch

set clk_period 1.0
set clk_io_pct 0.2

create_clock -name clk0 -period $clk_period [get_ports {clk}]

set non_clock_inputs [all_inputs -no_clocks]
set_input_delay [expr $clk_period * $clk_io_pct] -clock clk0 $non_clock_inputs
set_output_delay [expr $clk_period * $clk_io_pct] -clock clk0 [all_outputs]
==> impl_metrics.json <==
{
  "seqPwrFrac_pct": 50.6,
  "power_switching_w": 0.00366,
  "die-width_um": 203,
  "worstHoldPathCells": 1,
  "io_buffers": 375,
  "final_layout_size_suffix_gt1_share_pct": 38.9,
  "clk_pin_slew_ns": 0.08,
  "routed-via-count": 3225,
  "finalPower_w": 0.0163,
  "min_from": "control_signals_ex_in[18]",
  "clock.fmax_ghz": 0.852,
  "die_h_um": 203,
  "clkPwrFrac_pct": 41.1,
  "cp_cell_sequence": "buf_2",
  "syn-cell-area_mm2": 0.00484,
  "clock_sinks": 187,
  "hold_buffers": 0,
  "fin_area_mm2": 0.00898,
  "lay_top_cells": "188 x clkdlybuf4s50_1, 186 x buf_2, 155 x dfrtp_1",
  "cts.path.max_buffers": 2,
  "dr.pass1.iters": 4,
  "finalCritPeriodShare_pct": 117,
  "ys_chip_area_mm2": 0.00484,
  "intPower_w": 0.0127,
  "fin_crit_ns": 1.17,
  "area_delta_synth_final_pct": 85.5,
  "ant_nets": 0,
  "relSlewSlack_pct": 76.4,
  "area_leaders": "dfrtp_1 80%, edfxtp_1 20%, inv_1 0.077%",
  "hold_class": "in -> reg",
  "path_class": "reg -> out",
  "fillCellCount": 3391,
  "required_ns": 0.80,
  "tightest_slew_ns": 0.354,
  "rsz0062_at_grt": "true",
  "slowest_delay_ns": 0.40,
  "cellPowerDensity_mw_per_mm2": 1820,
  "netlist-cell-type-count": 3,
  "dp_hpwl_um": 15100,
  "violations": "negative setup slack",
  "routed_wl_um": 18300,
  "grt_pass1_vias": 3731,
  "logic_gates": 0,
  "cp.arrival_ns": 0.97,
  "ys_cells": 188,
  "routed_via_density": 3.05,
  "gr-usage-all-layers_pct": 8.68,
  "tool_warnings": 28,
  "grt-ovfl-total": 0,
  "setup_viol": 187,
  "logic_area_um2": 0,
  "grt_first_pass_wirelength_um": 26000,
  "root_buffer": "clkbuf_16",
  "outcome": "complete, but fails checks",
  "final_common_cell": "clkdlybuf4s50_1",
  "h-tree-depth": 4,
  "gp_congestion": 0.777,
  "slowest_stage": "edfxtp_1",
  "grt_antenna_before_repair": 6,
  "synth_warnings": 1,
  "cts_setup_buffers": 0,
  "cp_top_family": "flip-flops",
  "pwr-share-comb_pct": 8.3,
  "avgRoutedWirePerCell_um": 17.3,
  "chipArea_mm2": 0.0412,
  "critPathBufInv": 1,
  "grt_max_degree": 31,
  "ir_drop_v": 0.00113,
  "core_area_mm2": 0.0328,
  "drv_slew": 0,
  "dpl-instance-area_mm2": 0.00933,
  "drc_errors": 0,
  "maxCapViolCount": 0,
  "syn_area_per_cell_um2": 25.8,
  "cts_tree": "done",
  "end_kind": "output pin",
  "holdPathEnd": "control_signals_ex[18]",
  "row_count": 66,
  "ios": 376,
  "p_leak_nw": 3.98,
  "top_area_cell": "dfrtp_1",
  "netlist_instances": 188,
  "fp_util_pct": 14.8,
  "hold_violations": 0,
  "swShare_pct": 22.4,
  "top_cell_area_share_pct": 80.1,
  "layout_setup_ws_ns": -0.173,
  "n_antenna_cell": 0,
  "register_area_mm2": 0.00484,
  "synth_flops": 187,
  "drt-initial-drc-count": 74,
  "numCtsBuffers": 17,
  "crit_fanout": 1,
  "hold_ws_ns": 0.195,
  "startpoint_type": "register",
  "ys_seq_share_pct": 99.9
}
[worst max path at each step]
stage | slack [ns] | cells past startpoint | from | to
4_1_cts | -0.23 | 1 | inst_out_ex[5] | inst_out_ex[5]
5_1_grt | -0.24 | 1 | inst_out_ex[5] | inst_out_ex[5]
6_report | -0.17 | 1 | inst_out_ex[5] | inst_out_ex[5]
[synthesized netlist by cell type]
master / instances
inv_1: 1
edfxtp_1: 32
dfrtp_1: 155
[layer usage]
| layer | up-vias | part of all wire (%) | track usage [%] |
|---|---|---|---|
| li1 | 1442 | - | - |
| met1 | 1531 | 36 | 9.71 |
| met2 | 215 | 48 | 13.8 |
| met3 | 25 | 14 | 5.94 |
| met4 | 12 | 1.4 | 1.04 |
| met5 | - | 0.36 | 0 |
[flip-flops by register name, indices dropped and copies added (netlist names)]
name,flops
isBranchTaken,1
aluResult,32
pc_to_ma,32
flags,4
op2,32
control_signals_ex,22
inst_out_ex,32
branchPC,32
[power groups by stage]
stage / clock network (W) / logic, W / registers (W)
after global routing: 0.00733 / 0.00149 / 0.00831
after CTS: 0.00706 / 0.00141 / 0.00827
final: 0.00670 / 0.00135 / 0.00827
[logic make-up after synthesis]
kind of cell           count (synthesis)  share of synthesized area, %
DFF                                  187                          99.9
buffers and inverters                  1                        0.0774
[through the flow]
stage / instances / TNS [ns] / utilization (%) / worst slack, ns
after floorplan: 188 / -327.85 / - / -2.60
after global placement: 1025 / -28.02 / 28.5 / -0.361
after detailed placement: 1025 / -28.76 / 28.5 / -0.364
after CTS: 1057 / -29.45 / 27.4 / -0.225
after global routing: 1057 / -31.77 / 27.4 / -0.235
final: 1057 / -20.15 / 27.4 / -0.173
[final cells by class]
class	instances	share of cell area, %
well taps	442	6.16
inverters	1	0.0836
clock buffers	17	4.74
flip-flops and latches	187	53.9
clock inverters	15	1.76
repair buffers	395	33.4
[timing repair]
item,CTS,global route
gates cloned,0,0
resized,618,0
endpoints found under the setup margin,187,187
pin swaps,0,0
No activity file was given, so power comes from the tool's default toggle rates.
